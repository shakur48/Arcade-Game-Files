[design/flow/run.sh]
#!/bin/bash
# OpenROAD 26Q1-2900-gdf79404cd8, Yosys 0.63+post, stock flow scripts
make -C /OpenROAD-flow-scripts/flow DESIGN_CONFIG=/design/flow/config.mk WORK_HOME=/design/flow/orfs finish
[design/flow/config.mk]
export PLATFORM = sky130hd
export DESIGN_NAME = test_words_top
export DESIGN_NICKNAME = test_words_top
export VERILOG_FILES = /design/flow/design.v
export SDC_FILE = /design/flow/constraint.sdc
export NUM_CORES = 4
export LEC_CHECK = 1
export CORE_UTILIZATION = 30
[design/flow/constraint.sdc]
current_design test_words_top

set clk_period 4.7
set clk_io_pct 0.2

create_clock -name clk0 -period $clk_period [get_ports {clk}]

set non_clock_inputs [all_inputs -no_clocks]
set_input_delay [expr $clk_period * $clk_io_pct] -clock clk0 $non_clock_inputs
set_output_delay [expr $clk_period * $clk_io_pct] -clock clk0 [all_outputs]
[design/flow/design.v]
module hvsync_Generator(clk, reset, hsync, vsync, display_on, hpos, vpos);
  input clk;
  input reset;
  output reg hsync, vsync;
  output display_on;
  output reg [8:0] hpos;
  output reg [8:0] vpos;
  parameter H_DISPLAY       = 256;  
  parameter H_BACK          =  23;  
  parameter H_FRONT         =   7;  
  parameter H_SYNC          =  23;  
  parameter V_DISPLAY       = 240;  
  parameter V_TOP           =   5;  
  parameter V_BOTTOM        =  14;  
  parameter V_SYNC          =   3;  
  parameter H_SYNC_START    = H_DISPLAY + H_FRONT;
  parameter H_SYNC_END      = H_DISPLAY + H_FRONT + H_SYNC - 1;
  parameter H_MAX           = H_DISPLAY + H_BACK + H_FRONT + H_SYNC - 1;
  parameter V_SYNC_START    = V_DISPLAY + V_BOTTOM;
  parameter V_SYNC_END      = V_DISPLAY + V_BOTTOM + V_SYNC - 1;
  parameter V_MAX           = V_DISPLAY + V_TOP + V_BOTTOM + V_SYNC - 1;
  wire hmaxxed = (hpos == H_MAX) || reset;	 
  wire vmaxxed = (vpos == V_MAX) || reset;	 
  always @(posedge clk)
  begin
    hsync <= (hpos>=H_SYNC_START && hpos<=H_SYNC_END);
    if(hmaxxed)
      hpos <= 0;
    else
      hpos <= hpos + 1;
  end
  always @(posedge clk)
  begin
    vsync <= (vpos>=V_SYNC_START && vpos<=V_SYNC_END);
    if(hmaxxed)
      if (vmaxxed)
        vpos <= 0;
      else
        vpos <= vpos + 1;
  end
  assign display_on = (hpos<H_DISPLAY) && (vpos<V_DISPLAY);
endmodule
module game_Over(digit, yofs, bits);
  input [3:0] digit;		 
  input [2:0] yofs;		 
  output [4:0] bits;		 
  reg [4:0] bitarray[0:15][0:4];  
  assign bits = bitarray[digit][yofs];	 
  integer i,j;
  initial begin 
    bitarray[0][0] = 5'b11111;  
    bitarray[0][1] = 5'b10000;
    bitarray[0][2] = 5'b10111;
    bitarray[0][3] = 5'b10001;
    bitarray[0][4] = 5'b11111;
    bitarray[1][0] = 5'b01110;  
    bitarray[1][1] = 5'b10001;
    bitarray[1][2] = 5'b11111;
    bitarray[1][3] = 5'b10001;
    bitarray[1][4] = 5'b10001;
    bitarray[2][0] = 5'b11011;  
    bitarray[2][1] = 5'b11011;
    bitarray[2][2] = 5'b11111;
    bitarray[2][3] = 5'b10101;
    bitarray[2][4] = 5'b10001;
    bitarray[3][0] = 5'b11111;  
    bitarray[3][1] = 5'b10000;
    bitarray[3][2] = 5'b11111;
    bitarray[3][3] = 5'b10000;
    bitarray[3][4] = 5'b11111;
    bitarray[4][0] = 5'b00000; 
    bitarray[4][1] = 5'b00000;
    bitarray[4][2] = 5'b00000;
    bitarray[4][3] = 5'b00000;
    bitarray[4][4] = 5'b00000;
    bitarray[5][0] = 5'b11111;  
    bitarray[5][1] = 5'b10001;
    bitarray[5][2] = 5'b10001;
    bitarray[5][3] = 5'b10001;
    bitarray[5][4] = 5'b11111;
    bitarray[6][0] = 5'b10001;  
    bitarray[6][1] = 5'b10001;
    bitarray[6][2] = 5'b10001;
    bitarray[6][3] = 5'b11011;
    bitarray[6][4] = 5'b01110;
    bitarray[7][0] = 5'b11111;  
    bitarray[7][1] = 5'b10000;
    bitarray[7][2] = 5'b11111;
    bitarray[7][3] = 5'b10000;
    bitarray[7][4] = 5'b11111;
    bitarray[8][0] = 5'b11111;  
    bitarray[8][1] = 5'b10001;
    bitarray[8][2] = 5'b11110;
    bitarray[8][3] = 5'b10011;
    bitarray[8][4] = 5'b10001;
    for (i = 9; i <= 15; i++)
      for (j = 0; j <= 4; j++) 
        bitarray[i][j] = 0; 
  end
endmodule
module test_words_top(clk, reset, hsync, vsync, rgb);
  input clk, reset;
  output hsync, vsync;
  output [2:0] rgb;
  wire display_on;
  wire [8:0] hpos;
  wire [8:0] vpos;
  hvsync_Generator hvsync_gen(
    .clk(clk),
    .reset(reset),
    .hsync(hsync),
    .vsync(vsync),
    .display_on(display_on),
    .hpos(hpos),
    .vpos(vpos)
  );
  wire [3:0] go_digit = hpos[7:4];
  wire [2:0] go_xofs = hpos[3:1] ;
  wire [2:0] go_yofs = vpos[3:1];
  wire [4:0] go_bits;
  game_Over numbers(
    .digit(go_digit),
    .yofs(go_yofs),
    .bits(go_bits)
  );
  wire r = display_on && 0;
  wire g = display_on && go_bits[go_xofs ^ 3'b111];
  wire b = display_on && 0;
  assign rgb = {b,g,r};
endmodule
==> notes.md <==
yosys + openroad results -> CTS tree done, Avg WL per Cell 11.8 um, post-synthesis cell count 186, flip-flops with a built-in enable 9, Int Pwr 0.276 mW, worst skew pair latency 0.25 ns, power per cell area 202 nW/um^2, CP Launch Type flop, Crit path required time 3.76 ns, slew margin rel. 53.4%, Post-synth seq share 29.9%, P_sw a little under 0.1 mW, setup TNS 0 ns, first drt pass iteration count 4, clk sinks 20, first-pass GRT wire length roughly 5300 um, Worst Setup SP hvsync_gen.hpos[4], Max-area cell share 16.5%, cts bufs inserted 3, Seq pwr share 54.2%, Post-Syn Area per Cell slightly below 9 um^2, actual slew at the worst max-slew pin between 0.6 and 0.7 ns, status finished clean, Overflow after GRT 0, Hold Startpoint hvsync_gen.hpos[0], Detailed Route WL slightly above 3000 um, Critical Path End Type primary output, worst min path class reg2reg, synthesis area per yosys 1640 um^2, WHS slightly below 0.5 ns, I/O pins 7, pre-CTS setup slack approximately 0.38 ns, largest net degree at the start of global routing 19, total power 0.372 mW, share of cells above drive strength 1 10.9%, Vias/cell 4.87, CTS max path bufs 2, Peak VDD IR around 0.096 mV, FP Core Util 31.7%, clock power share 29.9%, synth top area cells edfxtp_1, ha_1, dfxtp_1, nor2_1, xnor2_1, core area ~5200 um^2, Util after Layout 35.7%, most frequent cell after synthesis nor2_1, Post-synth regs 20, synth cell count leaders nor2_1, ha_1, nand2_1, async set-reset flop share out of synthesis 0%, Die X 76.0 um, hold_buf cts 0, initial antenna violation count 0, Pleak ~0.76 nW, die area 5770 um^2, DPL Wire Length 2280 um, drt drc 0, area delta synth->final 12.3%, fmax 0.226 GHz, Main synth FF type dfxtp_1, synth warn 2, number of H-tree levels 1, fin. max-slew vios 0, r2r startpoint hvsync_gen.vpos[4], RSZ-0062 raised after global routing false, Tool Warnings 31, MaxCap Viol Count 0, vias in the first global route 1182, WS Path Type reg2out, Yosys top cell by area edfxtp_1, Clk pin slew, worst setup/hold paths around 0.070 ns, chip height 76.0 um, Root Driver clkbuf_8, final hold viol count 0, DR vias 1277, cell count in the Yosys report between 150 and 200, DR iter-0 viols 82, Combinational Power Share 15.9%, CP arrival 3.48 ns, global-route total usage across every layer 11.2%, crit-path max FO 9, Netlist Area Pre-Place 1640 um^2, site row count 26, PortBufs 4, clock skew ~0.0070 ns, routability cong. 0.856, distinct lib cells 47, Final Cycle Share between 90% and 100%, Routed Antenna Nets 0, post-route minimum period 4.42 ns, Final WS setup ~0.28 ns, Final Setup Violations 0, n_diodes 0, switching share of power approximately 26%
## layer usage
layer	track usage [%]	up-vias	share of wire, %
met5	0	-	0
met4	0.769	0	0.68
li1	-	668	-
met3	2.07	2	3.6
met1	16.9	592	51
met2	17.9	15	45
## layout make-up
| cell class | instances | area, um^2 |
|---|---|---|
| fillers | 539 | 3330 |
| clock buffers | 3 | 41.3 |
| well taps | 70 | 87.6 |
| inverters | 11 | 41.3 |
| clock inverters | 1 | 3.75 |
| multi-input cells | 149 | 1110 |
| repair buffers | 8 | 70.1 |
| flip-flops and latches | 20 | 493 |
## cells by family (layout without fill, tap and decap cells)
group,after synthesis,count (layout),synth area share (%)
adder cells (fa/ha/maj),22,22,17.2
XOR/XNOR,17,17,9.98
flip-flops,20,20,29.9
other,1,2,0.228
buffers and inverters,18,23,5.11
multiplexers,3,3,1.83
AND/OR/NAND/NOR,76,76,23.6
AND-OR/OR-AND,29,29,12.1
## final timing paths
check                                           to  slack, ns  depth (start not counted)
worst min register to register  hvsync_gen.hpos[0]       0.49                          1
worst min-delay path            hvsync_gen.hpos[0]       0.49                          1
worst max-delay path                        rgb[1]       0.28                         12
worst max register to register  hvsync_gen.vpos[2]       2.84                          4
## per-stage QoR
step                      std cells  cell area (um^2)
after floorplan                 187              1650
after global placement          255              1740
after detailed placement        255              1740
after CTS                       259              1780
after global routing            262              1840
final                           262              1840
## power by group through the flow
stage	Clock, mW	Sequential (mW)	Combinational [mW]
CTS	0.117	0.202	0.0554
global route	0.125	0.203	0.0666
finish	0.111	0.201	0.0593
## state kept, by name, indices dropped and copies added, names as in the netlist
register and cells:
hvsync_gen.hpos 9, hvsync_gen.vpos 9, hvsync_gen.hsync 1, hvsync_gen.vsync 1
## cell usage in the layout, fill, tap and decap left out, types with 7 or more instances in the layout
master and n:
nand3_1 7, dfxtp_1 9, ha_1 21, nor2_1 25, edfxtp_1 9, inv_1 11
nand2_1 14, xnor2_1 7
## critical path: stages (launching register included)
cell and delay, ns:
dfxtp_2 0.36, ha_1 0.30, ha_1 0.29, inv_1 0.06, fa_2 0.43, nand2b_1 0.21
a21oi_4 0.20, xnor2_4 0.13, and3_4 0.20, o311ai_1 0.26, nand4_1 0.12, a31oi_1 0.18
clkdlybuf4s50_1 0.48
## what timing repair did
| item | in CTS | in global routing |
|---|---|---|
| gates resized | 0 | 7 |
| buffers inserted | 0 | 3 |
| setup endpoints to repair | 0 | 1 |
No activity file was given, so power comes from the tool's default toggle rates.
